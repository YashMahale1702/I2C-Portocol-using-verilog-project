## design/flow/run.sh

```bash
#!/bin/bash
# OpenROAD 26Q1-2900-gdf79404cd8, Yosys 0.63+post, stock flow scripts
make -C /OpenROAD-flow-scripts/flow DESIGN_CONFIG=/design/flow/config.mk WORK_HOME=/design/flow/orfs finish
```

## design/flow/config.mk

```make
export PLATFORM = sky130hd
export DESIGN_NAME = I2C_Master
export DESIGN_NICKNAME = I2C_Master
export VERILOG_FILES = /design/flow/design.v
export SDC_FILE = /design/flow/constraint.sdc
export NUM_CORES = 4
export LEC_CHECK = 1
export CORE_AREA = 10 10 113 113
export DIE_AREA = 0 0 123 123
```

## design/flow/constraint.sdc

```tcl
current_design I2C_Master

set clk_period 2.5
set clk_io_pct 0.2

create_clock -name clk0 -period $clk_period [get_ports {clk}]

set non_clock_inputs [all_inputs -no_clocks]
set_input_delay [expr $clk_period * $clk_io_pct] -clock clk0 $non_clock_inputs
set_output_delay [expr $clk_period * $clk_io_pct] -clock clk0 [all_outputs]
```

## design/flow/design.v

```verilog
`timescale 1ns / 1ps
module I2C_Master(
	input wire clk,
	input wire rst,
	input wire [6:0] addr,
	input wire [7:0] data_in,
	input wire enable,
	input wire rw,
	output wire ready,
	inout i2c_sda,
	inout wire i2c_scl
	);
	localparam IDLE = 0;
	localparam START = 1;
	localparam ADDRESS = 2;
	localparam READ_ACK = 3;
	localparam WRITE_DATA = 4;
	localparam WRITE_ACK = 5;
	localparam READ_DATA = 6;
	localparam READ_ACK2 = 7;
	localparam STOP = 8;
	localparam DIVIDE_BY = 4;
	reg [7:0] state;
	reg [7:0] saved_addr;
	reg [7:0] saved_data;
	reg [7:0] counter;
	reg [7:0] counter2 = 0;
	reg write_enable;
	reg sda_out;
	reg i2c_scl_enable = 0;
	reg i2c_clk = 1;
	assign ready = ((rst == 0) && (state == IDLE)) ? 1 : 0;
	assign i2c_scl = (i2c_scl_enable == 0 ) ? 1 : i2c_clk;
	assign i2c_sda = (write_enable == 1) ? sda_out : 'bz;
	always @(posedge clk) begin
		if (counter2 == (DIVIDE_BY/2) - 1) begin
			i2c_clk <= ~i2c_clk;
			counter2 <= 0;
		end
		else counter2 <= counter2 + 1;
	end 
	always @(negedge i2c_clk, posedge rst) begin
		if(rst == 1) begin
			i2c_scl_enable <= 0;
		end else begin
			if ((state == IDLE) || (state == START) || (state == STOP)) begin
				i2c_scl_enable <= 0;
			end else begin
				i2c_scl_enable <= 1;
			end
		end
	end
	always @(posedge i2c_clk, posedge rst) begin
		if(rst == 1) begin
			state <= IDLE;
		end		
		else begin
			case(state)
				IDLE: begin
					if (enable) begin
						state <= START;
						saved_addr <= {addr, rw};
						saved_data <= data_in;
					end
					else state <= IDLE;
				end
				START: begin
					counter <= 7;
					state <= ADDRESS;
				end
				ADDRESS: begin
					if (counter == 0) begin 
						state <= READ_ACK;
					end else counter <= counter - 1;
				end
				READ_ACK: begin
					if (i2c_sda == 0) begin
						counter <= 7;
						if(saved_addr[0] == 0) state <= WRITE_DATA;
						else state <= READ_DATA;
					end else state <= STOP;
				end
				WRITE_DATA: begin
					if(counter == 0) begin
						state <= READ_ACK2;
					end else counter <= counter - 1;
				end
				READ_ACK2: begin
					if ((i2c_sda == 0) && (enable == 1)) state <= IDLE;
					else state <= STOP;
				end
				READ_DATA: begin
					if (counter == 0) state <= WRITE_ACK;
					else counter <= counter - 1;
				end
				WRITE_ACK: begin
					state <= STOP;
				end
				STOP: begin
					state <= IDLE;
				end
			endcase
		end
	end
	always @(negedge i2c_clk, posedge rst) begin
		if(rst == 1) begin
			write_enable <= 1;
			sda_out <= 1;
		end else begin
			case(state)
				START: begin
					write_enable <= 1;
					sda_out <= 0;
				end
				ADDRESS: begin
					sda_out <= saved_addr[counter];
				end
				READ_ACK: begin
					write_enable <= 0;
				end
				WRITE_DATA: begin 
					write_enable <= 1;
					sda_out <= saved_data[counter];
				end
				WRITE_ACK: begin
					write_enable <= 1;
					sda_out <= 0;
				end
				READ_DATA: begin
					write_enable <= 0;				
				end
				STOP: begin
					write_enable <= 1;
					sda_out <= 1;
				end
			endcase
		end
	end
endmodule
```

==> job_summary.md <==
### Yosys + OpenROAD results

| Metric | Value |
|---|---|
| Last stage | `4_1_cts` |
| Ys async rst share | `0.250` |
| Row Count | `37` |
| Yosys Chip Area | `1910 sq um` |
| Placer Congestion | `0.793` |
| Die W | `123 microns` |
| Post_cts resized | `0` |
| Clk buf depth | `2` |
| Post-synth EDFFs | `25` |
| CTS Buf Count | `3` |
| Count leader, synth | `edfxtp_1` |
| Netlist cell types | `49` |
| Ys flop type | `edfxtp_1` |
| Top-area cell share | `0.394` |
| First Err | `[error] [KeplerFormal.cpp:679] Workflow failed: Iso has multiple drivers: .i2c_sda0, i2c_sda$_DFFE_NP1P_.Q0` |
| Post-Syn Instances | `143` |
| Top-Level Pins | `22` |
| Syn Std Cell Area | `1910 sq um` |
| Synth cell count leaders | `edfxtp_1, nor2_1, a21oi_1, dfrtp_1, dfxtp_1` |
| Synth warnings | `2` |
| Post-CTS Repair Setup Buffers | `0` |
| Post-synth top area cell | `edfxtp_1` |
| Hpwl dp | `2.52 mm` |
| Die height | `123 microns` |
| Post-synthesis register bit count | `44` |
| Hold buffer count at CTS | `0` |
| Share of the yosys chip area belonging to registers | `0.623` |
| Register pins left without a clock | `35` |
| Outcome | `stopped before the end` |
| Htree depth | `1` |
| Avg Inst Size Synth | `13.3 sq um` |
| Placed instance count | `296` |
| Synth top area cells | `edfxtp_1, dfrtp_1, dfxtp_1, xnor2_1, dfstp_2` |
| Ys cells | `143` |
| Buffers on Ports | `19` |
| Endpoints left unconstrained | `60` |
| Floorplan utilization | `0.185` |
| CTS Root Cell | `clkbuf_8` |
kinds of logic after synthesis:
| family | after synthesis | share of synthesized area |
|---|---|---|
| AOI/OAI and AO/OA | 20 | 0.0696 |
| muxes | 6 | 0.0472 |
| and+or+nand+nor | 50 | 0.168 |
| adders and majority gates | 4 | 0.0262 |
| buffers and inverters | 10 | 0.0243 |
| DFF | 44 | 0.623 |
| xor gates and xnor gates | 9 | 0.0413 |
stage by stage:
stage               setup WS [ps]  cell area, sq um
global placement              468              2250
detailed placement            461              2250
floorplan                     851              1910
